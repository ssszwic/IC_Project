File: ./config.mk
export PLATFORM = sky130hd
export DESIGN_NAME = Plus
export DESIGN_NICKNAME = Plus
export VERILOG_FILES = /design/flow/design.v
export SDC_FILE = /design/flow/constraint.sdc
export NUM_CORES = 4
export LEC_CHECK = 1
export CORE_UTILIZATION = 30
File: ./constraint.sdc
current_design Plus

set clk_period 6.2
set clk_io_pct 0.2

create_clock -name clk0 -period $clk_period [get_ports {sys_clk}]

set non_clock_inputs [all_inputs -no_clocks]
set_input_delay [expr $clk_period * $clk_io_pct] -clock clk0 $non_clock_inputs
set_output_delay [expr $clk_period * $clk_io_pct] -clock clk0 [all_outputs]
File: ./design.v
module Plus(
    input                   sys_clk,
    input                   sys_rst_n,
    input           [31:0]  data1_in,
    input           [31:0]  data2_in,
    output  reg     [31:0]  data_out,
    input                   op,
    input                   trig,
    output  reg             vld
);
reg             [3:0]       cnt             ;
reg                         op_reg          ;
reg                         sign1           ;
reg                         sign2           ;
reg             [7:0]       exp1            ;
reg             [7:0]       exp2            ;
reg             [22:0]      dec1            ;
reg             [22:0]      dec2            ;
reg             [23:0]      dec1_1          ;
reg             [23:0]      dec2_1          ;
reg             [7:0]       shift_bit       ;
reg             [7:0]       exp_both        ;
reg             [8:0]       shift_bit_comb  ;
reg                         shift_flag      ;    
wire            [23:0]      pre_dec         ;
reg             [26:0]      dec1_2          ;
reg             [26:0]      dec2_2          ;
reg             [25:0]      dec_tmp         ;
reg                         protect         ;
reg     signed  [27:0]      dec1_3          ;
reg     signed  [27:0]      dec2_3          ;
reg     signed  [28:0]      sum             ;
reg             [27:0]      sum_abs         ;
reg                         c_sign          ;
reg     signed  [8:0]       c_exp           ;
reg             [22:0]      c_dec           ;
always@(posedge sys_clk or negedge sys_rst_n) begin
    if(~sys_rst_n) begin
        cnt <= 3'b0;
    end
    else if(cnt == 3'd0 && trig) begin
        cnt <= 3'd1;
    end
    else if(cnt == 3'd0 || cnt == 3'd7) begin
        cnt <= 3'd0;
    end
    else begin
        cnt <= cnt + 1;
    end
end
always@(posedge sys_clk or negedge sys_rst_n) begin
    if(~sys_rst_n) begin
        op_reg <= 1'b0;
    end
    else if(cnt == 3'd0 && trig) begin
        op_reg <= op; 
    end
    else begin
        op_reg <= op_reg;
    end
end
always@(posedge sys_clk or negedge sys_rst_n) begin
    if(~sys_rst_n) begin
        sign1   <=  1'b0;
        sign2   <=  1'b0;
        exp1    <=  8'b0;
        exp2    <=  8'b0;
        dec1    <=  23'b0;  
        dec2    <=  23'b0;
    end
    else if(cnt == 3'd0 && trig) begin
        sign1   <=  data1_in[31];
        sign2   <=  data2_in[31];
        exp1    <=  data1_in[30:23];
        exp2    <=  data2_in[30:23];
        dec1    <=  data1_in[22:0];
        dec2    <=  data2_in[22:0];
    end
    else begin
        sign1   <=  sign1;
        sign2   <=  sign2;
        exp1    <=  exp1;
        exp2    <=  exp2;
        dec1    <=  dec1;
        dec2    <=  dec2;
    end
end
always@(posedge sys_clk or negedge sys_rst_n) begin
    if(~sys_rst_n) begin
        dec1_1 <= 24'b0;
        dec2_1 <= 24'b0;
    end
    else if(cnt == 3'd1) begin
        dec1_1 <= (exp1 == 8'd0) ? 24'd0 : {1'b1, dec1};
        dec2_1 <= (exp2 == 8'd0) ? 24'd0 : {1'b1, dec2};
    end
    else begin
        dec1_1 <= dec1_1;
        dec2_1 <= dec2_1;
    end
end
assign shift_bit_comb = {1'b0, exp1} - {1'b0, exp2};
always@(posedge sys_clk or negedge sys_rst_n) begin
    if(~sys_rst_n) begin
        shift_bit   <= 8'b0;
        shift_flag  <= 1'b0; 
        exp_both    <= 8'b0;
    end
    else begin
        shift_flag <= shift_bit_comb[8];
        if(shift_bit_comb[8]) begin
            shift_bit   <=  ~shift_bit_comb + 1;
            exp_both    <=  exp2;
        end
        else begin
            shift_bit   <=  shift_bit_comb;
            exp_both    <=  exp1;
        end
    end
end
assign pre_dec = (shift_flag) ? dec1_1 : dec2_1;
always@(*) begin
    case(shift_bit)
        8'd0: begin
            dec_tmp     =   {pre_dec, 2'd0};
            protect     =   1'b0;
        end
        8'd1: begin
            dec_tmp     =   {1'd0, pre_dec, 1'd0};  
            protect     =   1'b0;
        end
        8'd2: begin
            dec_tmp     =   {2'd0, pre_dec};
            protect     =   1'b0;
        end
        8'd3: begin
            dec_tmp     =   {3'd0, pre_dec[23:1]};
            protect     =   pre_dec[0];
        end
        8'd4: begin
            dec_tmp     =   {4'd0, pre_dec[23:2]};
            protect     =   (pre_dec[1:0] > 0) ? 1'b1 : 1'b0;
        end
        8'd5: begin
            dec_tmp     =   {5'd0, pre_dec[23:3]};
            protect     =   (pre_dec[2:0] > 0) ? 1'b1 : 1'b0;
        end
        8'd6: begin
            dec_tmp     =   {6'd0, pre_dec[23:4]};
            protect     =   (pre_dec[3:0] > 0) ? 1'b1 : 1'b0;
        end
        8'd7: begin
            dec_tmp     =   {7'd0, pre_dec[23:5]};
            protect     =   (pre_dec[4:0] > 0) ? 1'b1 : 1'b0;
        end
        8'd8: begin
            dec_tmp     =   {8'd0, pre_dec[23:6]};
            protect     =   (pre_dec[5:0] > 0) ? 1'b1 : 1'b0;
        end
        8'd9: begin
            dec_tmp     =   {9'd0, pre_dec[23:7]};
            protect     =   (pre_dec[6:0] > 0) ? 1'b1 : 1'b0;
        end
        8'd10: begin
            dec_tmp     =   {10'd0, pre_dec[23:8]};
            protect     =   (pre_dec[7:0] > 0) ? 1'b1 : 1'b0;
        end
        8'd11: begin
            dec_tmp     =   {11'd0, pre_dec[23:9]};
            protect     =   (pre_dec[8:0] > 0) ? 1'b1 : 1'b0;
        end
        8'd12: begin
            dec_tmp     =   {12'd0, pre_dec[23:10]};
            protect     =   (pre_dec[9:0] > 0) ? 1'b1 : 1'b0;
        end
        8'd13: begin
            dec_tmp     =   {13'd0, pre_dec[23:11]};
            protect     =   (pre_dec[10:0] > 0) ? 1'b1 : 1'b0;
        end
        8'd14: begin
            dec_tmp     =   {14'd0, pre_dec[23:12]};
            protect     =   (pre_dec[11:0] > 0) ? 1'b1 : 1'b0;
        end
        8'd15: begin
            dec_tmp     =   {15'd0, pre_dec[23:13]};
            protect     =   (pre_dec[12:0] > 0) ? 1'b1 : 1'b0;
        end
        8'd16: begin
            dec_tmp     =   {16'd0, pre_dec[23:14]};
            protect     =   (pre_dec[13:0] > 0) ? 1'b1 : 1'b0;
        end
        8'd17: begin
            dec_tmp     =   {17'd0, pre_dec[23:15]};
            protect     =   (pre_dec[14:0] > 0) ? 1'b1 : 1'b0;
        end
        8'd18: begin
            dec_tmp     =   {18'd0, pre_dec[23:16]};
            protect     =   (pre_dec[15:0] > 0) ? 1'b1 : 1'b0;
        end
        8'd19: begin
            dec_tmp     =   {19'd0, pre_dec[23:17]};
            protect     =   (pre_dec[16:0] > 0) ? 1'b1 : 1'b0;
        end
        8'd20: begin
            dec_tmp     =   {20'd0, pre_dec[23:18]};
            protect     =   (pre_dec[17:0] > 0) ? 1'b1 : 1'b0;
        end
        8'd21: begin
            dec_tmp     =   {21'd0, pre_dec[23:19]};
            protect     =   (pre_dec[18:0] > 0) ? 1'b1 : 1'b0;
        end
        8'd22: begin
            dec_tmp     =   {22'd0, pre_dec[23:20]};
            protect     =   (pre_dec[19:0] > 0) ? 1'b1 : 1'b0;
        end
        8'd23: begin
            dec_tmp     =   {23'd0, pre_dec[23:21]};
            protect     =   (pre_dec[20:0] > 0) ? 1'b1 : 1'b0;
        end
        8'd24: begin
            dec_tmp     =   {24'd0, pre_dec[23:22]};
            protect     =   (pre_dec[21:0] > 0) ? 1'b1 : 1'b0;
        end
        8'd25: begin
            dec_tmp     =   {25'd0, pre_dec[23]};
            protect     =   (pre_dec[22:0] > 0) ? 1'b1 : 1'b0;
        end
        default: begin
            dec_tmp     =   26'b0;
            protect     =   (pre_dec[23:0] > 0) ? 1'b1 : 1'b0;
        end
    endcase
end
always@(posedge sys_clk or negedge sys_rst_n) begin
    if(~sys_rst_n) begin
        dec1_2  <=  27'b0;
        dec2_2  <=  27'b0;
    end
    else begin
        if(shift_flag) begin
            dec1_2  <=  {dec_tmp, protect};
            dec2_2  <=  {dec2_1, 3'd0};
        end
        else begin
            dec1_2  <=  {dec1_1, 3'd0};
            dec2_2  <=  {dec_tmp, protect};
        end
    end
end
always@(posedge sys_clk or negedge sys_rst_n) begin
    if(~sys_rst_n) begin
        dec1_3 <= 28'b0;
        dec2_3 <= 28'b0;
    end
    else begin
        if(sign1) begin
            dec1_3 <= ~{1'b0, dec1_2} + 1;
        end
        else begin
            dec1_3 <= {1'b0, dec1_2};
        end
        if(sign2 ^ op_reg) begin
            dec2_3 = ~{1'b0, dec2_2} + 1;
        end
        else begin
            dec2_3 = {1'b0, dec2_2};
        end
    end
end
always@(posedge sys_clk or negedge sys_rst_n) begin
    if(~sys_rst_n) begin
        sum <= 29'b0;
    end
    else begin
        sum <= dec1_3 + dec2_3;
    end
end
always@(posedge sys_clk or negedge sys_rst_n) begin
    if(~sys_rst_n) begin
        sum_abs <=  28'b0;
        c_sign  <=  1'b0;
    end
    else begin
        c_sign <= sum[28];
        if(sum[28]) begin   
            sum_abs <= ~sum + 1;
        end
        else begin
            sum_abs <= sum;
        end
    end
end
always@(posedge sys_clk or negedge sys_rst_n) begin
    if(!sys_rst_n) begin
        c_exp   <=  9'b0;
        c_dec   <=  23'b0;
    end
    else begin
        if(sum_abs[27]) begin
            if((sum_abs[3:0] > 4'd8) || (sum_abs[3:0] == 4'd8 && sum_abs[4])) begin
                c_dec <= sum_abs[26:4] + 1;
            end
            else begin
                c_dec <= sum_abs[26:4];
            end
            c_exp <= exp_both + 1;
        end
        else if(sum_abs[26]) begin
            if((sum_abs[2:0] > 3'd4) || (sum_abs[2:0] == 3'd4 && sum_abs[3])) begin
                c_dec <= sum_abs[25:3] + 1;
            end
            else begin
                c_dec <= sum_abs[25:3];
            end
            c_exp <= exp_both;
        end
        else if(sum_abs[25]) begin
            if(sum_abs[1:0] > 2'd2 || (sum_abs[1:0] == 2'd2 && sum_abs[2])) begin
                c_dec <= sum_abs[24:2] + 1;
            end
            else begin
                c_dec <= sum_abs[24:2];
            end
            c_exp <= exp_both - 1;
        end
        else if(sum_abs[24]) begin
            if(sum_abs[0] && sum_abs[1]) begin
                c_dec <= sum_abs[23:1] + 1;
            end
            else begin
                c_dec <= sum_abs[23:1];
            end
            c_exp <= exp_both - 2;
        end
        else if(sum_abs[23]) begin
            c_dec <= sum_abs[22:0];
            c_exp <= exp_both - 3;
        end
        else if(sum_abs[22]) begin
            c_dec <= {sum_abs[21:0], 1'd0};
            c_exp <= exp_both - 4;
        end
        else if(sum_abs[21]) begin
            c_dec <= {sum_abs[20:0], 2'd0};
            c_exp <= exp_both - 5;
        end
        else if(sum_abs[20]) begin
            c_dec <= {sum_abs[19:0], 3'd0};
            c_exp <= exp_both - 6;
        end
        else if(sum_abs[19]) begin
            c_dec <= {sum_abs[18:0], 4'd0};
            c_exp <= exp_both - 7;
        end
        else if(sum_abs[18]) begin
            c_dec <= {sum_abs[17:0], 5'd0};
            c_exp <= exp_both - 8;
        end
        else if(sum_abs[17]) begin
            c_dec <= {sum_abs[16:0], 6'd0};
            c_exp <= exp_both - 9;
        end
        else if(sum_abs[16]) begin
            c_dec <= {sum_abs[15:0], 7'd0};
            c_exp <= exp_both - 10;
        end
        else if(sum_abs[15]) begin
            c_dec <= {sum_abs[14:0], 8'd0};
            c_exp <= exp_both - 11;
        end
        else if(sum_abs[14]) begin
            c_dec <= {sum_abs[13:0], 9'd0};
            c_exp <= exp_both - 12;
        end
        else if(sum_abs[13]) begin
            c_dec <= {sum_abs[12:0], 10'd0};
            c_exp <= exp_both - 13;
        end
        else if(sum_abs[12]) begin
            c_dec <= {sum_abs[11:0], 11'd0};
            c_exp <= exp_both - 14;
        end
        else if(sum_abs[11]) begin
            c_dec <= {sum_abs[10:0], 12'd0};
            c_exp <= exp_both - 15;
        end
        else if(sum_abs[10]) begin
            c_dec <= {sum_abs[9:0], 13'd0};
            c_exp <= exp_both - 16;
        end
        else if(sum_abs[9]) begin
            c_dec <= {sum_abs[8:0], 14'd0};
            c_exp <= exp_both - 17;
        end
        else if(sum_abs[8]) begin
            c_dec <= {sum_abs[7:0], 15'd0};
            c_exp <= exp_both - 18;
        end
        else if(sum_abs[7]) begin
            c_dec <= {sum_abs[6:0], 16'd0};
            c_exp <= exp_both - 19;
        end
        else if(sum_abs[6]) begin
            c_dec <= {sum_abs[5:0], 17'd0};
            c_exp <= exp_both - 20;
        end
        else if(sum_abs[5]) begin
            c_dec <= {sum_abs[4:0], 18'd0};
            c_exp <= exp_both - 21;
        end
        else if(sum_abs[4]) begin
            c_dec <= {sum_abs[3:0], 19'd0};
            c_exp <= exp_both - 22;
        end
        else if(sum_abs[3]) begin
            c_dec <= {sum_abs[2:0], 20'd0};
            c_exp <= exp_both - 23;
        end
        else if(sum_abs[2]) begin
            c_dec <= {sum_abs[1:0], 21'd0};
            c_exp <= exp_both - 24;
        end
        else if(sum_abs[1]) begin
            c_dec <= {sum_abs[0], 22'd0};
            c_exp <= exp_both - 25;
        end
        else if(sum_abs[0]) begin
            c_dec <= 23'd0;
            c_exp <= exp_both - 26;
        end
        else begin
            c_dec <= 23'd0;
            c_exp <= 0;
        end
    end
end
always@(posedge sys_clk or negedge sys_rst_n) begin
    if(~sys_rst_n) begin
        data_out <= 32'b0;
    end
    else if(cnt == 3'd7) begin
        if((exp1 == 8'd255 && dec1 != 23'd0) || (exp2 == 8'd255 && dec2 != 23'd0)) begin
            data_out <= {1'b1, 8'd255, {23{1'b1}}};
        end
        else if(exp1 == 8'd255 && dec1 == 23'd0) begin
            if((exp2 == 8'd255 && dec2 == 23'd0) && (sign1 ^ (op_reg ^ sign2))) begin
                data_out <= {1'b1, 8'd255, {23{1'b1}}};
            end
            else begin
                data_out <= {sign1, exp1, dec1};
            end
        end
        else if(exp2 == 8'd255 && dec2 == 23'd0) begin
            data_out <= {sign1 ^ (op_reg ^ sign2), exp2, dec2};
        end
        else if(c_exp <= 0) begin
            data_out <= {c_sign, 31'd0};
        end
        else if(c_exp == 255) begin
            data_out <= {c_sign, 8'd255, 23'd0};
        end
        else begin
            data_out <= {c_sign, c_exp[7:0], c_dec};
        end
    end
    else begin
        data_out <= data_out;
    end
end
always@(posedge sys_clk or negedge sys_rst_n) begin
    if(~sys_rst_n) begin
        vld <= 1'b0;
    end
    else if(cnt == 3'd7) begin
        vld <= 1'b1;
    end
    else begin
        vld <= 1'b0;
    end
end
endmodule
File: ./run.sh
#!/bin/bash
# OpenROAD 26Q1-2900-gdf79404cd8, Yosys 0.63+post, stock flow scripts
make -C /OpenROAD-flow-scripts/flow DESIGN_CONFIG=/design/flow/config.mk WORK_HOME=/design/flow/orfs finish
==> results.cfg <==
; generated from flow reports
[final_layout]
top_regs = data_out x32, sum x29
top_reg_by_flops = data_out
synthToLayoutAreaGrowth_pct = 13.9
share_of_final_layout_standard_cells_stronger_than_drive_strength_1_pct = 9.37
largest_register_ffs = 32

[timing]
final.min_clock_period_ps = 3650
grt_setup_unrepaired = false
timing.hold.ws_ps = 399
timing_hold_violations_final = 0
setup_viol_count_final = 0
total_negative_setup_slack_ps = 0
timing.slew.headroom_pct = 35.4
layout_worst_path_cycle_share_pct = 58.9
achievable-frequency_ghz = 0.274
worst-slew-pin-transition_ps = 969
layout_setup_ws_ps = 2550
timing.final.max_slew_violations = 0
skew_ps = 28.5

[worst_setup_path]
crit_path_end = dec2_2[6]$_DFF_PN0_
crit_chain = buf_4, mux2i_1, buf_4, o22ai_1, nand2_1, o21ai_1, nor4_1, o2111ai_1, a2111oi_0, mux2i_1
critPathCaptureType = flip-flop
worstReg2RegEnd = dec2_2[6]$_DFF_PN0_
critPathMaxFanout = 57
reg2reg_setup_slack_ps = 2550
setup.worst_path.class = reg2reg
critical_path_start_type = flip-flop
timing.rr.start = shift_flag$_DFF_PN0_
number_of_cell_instances_on_the_worst_register_to_register_path = 10
critical_path_top_delay_cell = sky130_fd_sc_hd__a2111oi_0
worst_ep_arrival_time_ps = 4090
crit_start = shift_flag$_DFF_PN0_
required_ps = 6630
critPathMaxStageDelay_ps = 670

[route]
wl_met1_um = 43500
vias = 27100
detail_route.first_pass.iterations = 8
wl_um = 108000
final_ant_viol_nets = 0
route.top_layer_used = met4
met3_routed_length_um = 12500
wl_met2_um = 46500
route.detailed.wl_per_inst_um = 24.0
detail_route.vias_per_cell = 6.03
drt_drc_violations_left = 0
iter_0_drt_violations = 3434

[yosys]
yosysChipArea_mm2 = 0.0274
synth-edff-count = 0
ys_seq_share_pct = 33.6
synth.area.top_cells = sky130_fd_sc_hd__dfrtp_1 34%, sky130_fd_sc_hd__xnor2_1 6.9%, sky130_fd_sc_hd__a21oi_1 5.9%
yosys_warnings = 2
synth.top_cells.by_count = 367 x sky130_fd_sc_hd__dfrtp_1, 323 x sky130_fd_sc_hd__a21oi_1, 314 x sky130_fd_sc_hd__nand2_1, 249 x sky130_fd_sc_hd__nor2_1, 241 x sky130_fd_sc_hd__clkbuf_1
synth_top_area_share_pct = 33.6
synth_cells = 3328
synthMostInstantiatedCell = sky130_fd_sc_hd__dfrtp_1
primary_flip_flop_cell_chosen_by_synthesis_mapping = sky130_fd_sc_hd__dfrtp_1
yosysUniqueCellTypes = 87
mappedNetlistArea_mm2 = 0.0274
synth_register_bits = 367
ys_async_sr_fraction_pct = 100
avgSynthCellArea_um2 = 8.22
ys_cells = 3328
synth_top_cell_by_area = sky130_fd_sc_hd__dfrtp_1

[floorplanning]
fp.coreArea_mm2 = 0.0901
ioPinCount = 101
initial_utilization_pct = 30.3
floorplan.die.width_um = 304
floorplan.die_area_mm2 = 0.0924
row_count = 110
die_height_um = 304

[global_routing]
grt_first_pass_wirelength_um = 164000
grt_max_degree = 142
globalRoute.totalOverflow = 0
number_of_antenna_violations_at_the_first_check_in_global_routing = 4
grt.total_usage_pct = 23.4
number_of_global_route_vias_before_repair = 25800

[place]
dp_slack_ps = 2650
final_wtd_congestion = 1.03
numPortBuffers = 100
hpwl_um = 73000

[clock_network]
worst_setup_hold_path_clk_slew_ps = 70
tritoncts_num_sinks = 367
cts_tree = done
ctsRootBufferMaster = sky130_fd_sc_hd__clkbuf_16
ctsResizeCount = 0
cts.repair_timing.setup_buffer_count = 0
worstSkewPairLatency_ps = 610
cts_bufs_inserted = 45
clk_path_buf_depth = 3
cts_hold_buf = 0
htree_levels = 2

[hold_path]
hold_start = dec1_2[0]$_DFF_PN0_
min_path_type = reg2reg

[power]
worst_vdd_ir_v = 0.000374
totalPowerFinal_mw = 21.2
power_leakage_nw = 11.9
power_density_mw_per_mm2 = 681

[flow_run]
cap_viol_max_count = 0
log.warning_count = 50

[outcome]
outcome = complete, no violations
[through the flow]
step	instances	utilization (%)	cell area [um^2]
2_1_floorplan	3328	-	27400
3_3_place_gp	4412	32.8	29500
3_5_place_dp	4412	32.8	29500
4_1_cts	4495	34.5	31100
5_1_grt	4495	34.5	31100
6_report	4496	34.5	31100
[power by group]
part / internal [mW] / switching [mW] / leakage, nW / total, mW
sequential: 3.66 / 1.21 / 4.43 / 4.88
combinational: 4.94 / 8.62 / 6.72 / 13.6
clock: 1.66 / 1.12 / 0.777 / 2.78
total: 10.3 / 11.0 / 11.9 / 21.2
[cells in the final DEF, fill, tap and decap left out, drive strengths merged, types with 56 or more instances in the layout]
| master | netlist | layout |
|---|---|---|
| o21ai | 179 | 179 |
| nand2 | 314 | 314 |
| nor2 | 249 | 249 |
| a21oi | 323 | 323 |
| clkdlybuf4s50 | 0 | 99 |
| xnor2 | 215 | 215 |
| ha | 72 | 72 |
| nor3 | 95 | 95 |
| dfrtp | 367 | 367 |
| mux2 | 92 | 92 |
| inv | 79 | 86 |
| nor4 | 56 | 56 |
| nand3 | 61 | 61 |
| clkbuf | 241 | 59 |
| buf | 56 | 106 |
| o22ai | 126 | 126 |
[per-layer routing]
layer | global-route usage [%] | up-vias
met5 | 0 | -
met4 | 9.10 | 0
met3 | 6.53 | 390
met2 | 34.5 | 1772
met1 | 33.0 | 12700
li1 | - | 12300
[final cells by class]
| class | instances | area (um^2) |
|---|---|---|
| antenna | 1 | 2.50 |
| clock buffer | 59 | 1250 |
| clock inverter | 24 | 344 |
| fill | 9167 | 59000 |
| inverter | 84 | 315 |
| multi-input combinational | 2580 | 16700 |
| sequential | 367 | 9190 |
| tap | 1176 | 1470 |
| timing repair buffer | 205 | 1820 |
[worst min path at each step]
stage	end	slack, ps	cells after the start
after CTS	dec1_3[0]$_DFF_PN0_	420	0
final	dec1_3[0]$_DFF_PN0_	400	0
after global routing	dec1_3[0]$_DFF_PN0_	420	0
[worst max-delay path: cells and delay by family (launching register included)]
kind | cells | cell delay, ps
compound gates | 4 | 1070
buf+inv | 2 | 940
simple gates | 2 | 370
flops | 1 | 640
mux | 2 | 420
[kinds of logic after synthesis]
logic type | Yosys count | synth area share (%)
and+or+nand+nor | 971 | 16.6
xor gates and xnor gates | 261 | 8.36
buffers and inverters | 381 | 5.31
adders and majority gates | 74 | 3.44
DFF | 367 | 33.6
AOI/OAI and AO/OA | 1150 | 27.7
muxes | 124 | 4.96
Power figures rest on the tool's default switching activity, not on a simulated workload.
