$ cat ./config.mk
export PLATFORM = sky130hd
export DESIGN_NAME = CordicUnit
export DESIGN_NICKNAME = CordicUnit
export VERILOG_FILES = /design/flow/design.v
export SDC_FILE = /design/flow/constraint.sdc
export NUM_CORES = 4
export LEC_CHECK = 1
export CORE_UTILIZATION = 30
$ cat ./constraint.sdc
current_design CordicUnit

set clk_period 16.1
set clk_io_pct 0.2

create_clock -name clk0 -period $clk_period [get_ports {sys_clk}]

set non_clock_inputs [all_inputs -no_clocks]
set_input_delay [expr $clk_period * $clk_io_pct] -clock clk0 $non_clock_inputs
set_output_delay [expr $clk_period * $clk_io_pct] -clock clk0 [all_outputs]
$ cat ./design.v
module CordicUnit(
    input                                   sys_clk         ,
    input                                   sys_rst_n       ,
    input                       [23:0]      mul_data1_in    ,
    input                       [23:0]      mul_data2_in    ,
    input                       [23:0]      div_data1_in    ,
    input                       [23:0]      div_data2_in    ,
    output      reg             [22:0]      data_out        , 
    output      reg             [1:0]       data_other      ,    
    input                                   mul_trig        , 
    input                                   div_trig        , 
    output      reg                         vld             
);
reg                 [4:0]       cnt     ;
reg                             op      ;
reg                 [47:0]      x_data  ;
reg     signed      [49:0]      y_data  ;
reg     signed      [25:0]      z_data  ;
reg                 [24:0]      tmp     ;
wire                [48:0]      res     ;
always@(posedge sys_clk or negedge sys_rst_n) begin
    if(~sys_rst_n) begin
        cnt <=  5'd0; 
    end
    else if(cnt == 5'd0 && (mul_trig || div_trig)) begin
        cnt <=  5'd1; 
    end
    else if(cnt == 5'd0 || cnt == 5'd26) begin
        cnt <=  5'd0; 
    end
    else begin
        cnt <=  cnt + 1; 
    end
end
always@(posedge sys_clk or negedge sys_rst_n) begin
    if(~sys_rst_n) begin
        op      <=  1'b0;
        tmp     <=  25'b0;
        x_data  <=  48'b0;
        y_data  <=  50'b0;
        z_data  <=  26'b0;
    end
    else if(cnt == 5'd0 && (mul_trig || div_trig)) begin
        op      <=  div_trig;
        tmp     <=  {1'd1, 24'd0};
        x_data  <=  (mul_trig) ?    {mul_data1_in, 24'd0}       :   {div_data2_in, 24'd0}; 
        y_data  <=  (mul_trig) ?    50'd0                       :   {2'd0, div_data1_in, 24'd0};
        z_data  <=  (mul_trig) ?    {1'd0, mul_data2_in, 1'd0}  :   26'd0; 
    end
    else begin
        op      <=  op;
        tmp     <=  {1'b0, tmp[24:1]};
        x_data  <=  {1'b0, x_data[47:1]};   
        if( ((~op) & z_data[25]) || (op & (~y_data[49])) ) begin
            y_data  <=  y_data - x_data;
            z_data  <=  z_data + tmp;
        end
        else begin
            y_data  <=  y_data + x_data;
            z_data  <=  z_data - tmp;
        end
    end
end
assign res = (op) ? {z_data[24:0],24'd0} : y_data[48:0];
always@(posedge sys_clk or negedge sys_rst_n) begin
    if(~sys_rst_n) begin
        data_out    <=  23'd0;
        data_other  <=  2'd0;
    end
    else if(cnt == 5'd26) begin
        if(res[48]) begin
            data_out    <=  res[47:25];
            data_other  <=  (op)? 2'b00 : 2'b01;
        end 
        else if(res[47]) begin
            data_out    <=  res[46:24];
            data_other  <=  (op)? 2'b01 : 2'b00;
        end
        else begin
            data_out    <=  23'd0;
            data_other  <=  2'b10;
        end
    end
    else begin
        data_out    <=  data_out;
        data_other  <=  data_other;
    end
end
always@(posedge sys_clk or negedge sys_rst_n) begin
    if(~sys_rst_n) begin
        vld <=  1'b0;
    end
    else if(cnt == 5'd26) begin
        vld <=  1'b1;
    end
    else begin
        vld <=  1'b0; 
    end
end
endmodule
$ cat ./run.sh
#!/bin/bash
# OpenROAD 26Q1-2900-gdf79404cd8, Yosys 0.63+post, stock flow scripts
make -C /OpenROAD-flow-scripts/flow DESIGN_CONFIG=/design/flow/config.mk WORK_HOME=/design/flow/orfs finish
==> results.txt <==
Implementation summary

After detailed routing, the met2 layer carries 15.42 mm of wire. The starting DRC count in detailed routing is 587. Total global-route track usage over all layers is 16.81%. The final tally of setup violations is 0. Entering global routing, the biggest net connects 59 pins. The global-route wire length before repair is 54.54 mm. Post-route period utilization is reported as 33.04%. The final worst-path setup slack is 10.78 ns. The final timing report lists clock skew as 0.01351 ns. The placement report lists the number of port buffers as 125. Global routing finished with a remaining overflow of 0.

The first element of the critical path is div_trig. The reg2reg setup slack is 10.98 ns. The flow ran to the end, and the final reports show no timing, DRC or antenna violations. The initial antenna violation count is 0. The number of nets with antenna violations after routing is 0. The tree is rooted in a sky130_fd_sc_hd__clkbuf_16. For the worst flop-to-flop path, the logic depth is 19. The final core utilization is 36.39%.

In this run the full chip footprint comes out at 0.04244 mm². The total routed wirelength is 34.29 mm. The H-tree depth reported by CTS is 4. Synthesis inferred 181 register bits.

The placed wire-length estimate is 26.04 mm. The worst hold path begins at data_out[15]. The cell area after technology mapping is 0.01249 mm². The number of I/O pins is 126.

The sort of element at the start of the critical path is a primary input. Clock tree synthesis inserted a total of 17 buffers. Setup repair after global routing left no endpoint under its margin. In this run, distinct cell masters in the synthesized netlist total 73.

For this design, Yosys synthesis ends with a cell count of 1419. Wire segments on met3 add up to 1.970 mm in the final route. The total negative slack is 0 ns. The placer congestion estimate is 0.9363. Of all nets on the critical path, the largest fanout is 52. In this run the horizontal extent of the chip is 206.0 µm.

The number of vias per cell after detailed routing is 5.135. The cell sequence reported for the critical path is clkdlybuf4s50_1 > o21ai_4 > buf_4 > inv_2 > buf_4 > or4_1 > o21ai_0. The transition time at the pin with the least slew margin is 0.9217 ns.

Dividing the detail-routed wire length by the instance count gives 16.68 µm. The library cell appearing most often on the critical path is sky130_fd_sc_hd__buf_4. The type of the tightest min-delay check is flop to flop. In this run the critical register-to-register path is launched from x_data[1]. The worst slack after detailed placement is 10.32 ns. Per the repair_timing log after CTS, setup buffers inserted total 0. Per the synth stats, the proportion of register bits with asynchronous set or reset is 100.0%.

The number of synthesized flops with an enable pin is 0. The required time of the worst setup path is 16.46 ns. Dividing the synthesized area by the synthesized cell count gives 8.799 µm². The count of instances resized after the clock tree is built is 0. The final antenna diode tally reported by the flow is 0.

The sum of buffers and inverters on the critical path is 4. The worst path needs 5.320 ns of the cycle, external delays included. The CTS tree is yes.

The die span in y is 206.0 µm. The skew report gives the latency at the later pin of the worst-skew pair as 0.44 ns. The number of cells produced by synthesis is 1419. The synthesis report names the predominant flop master as sky130_fd_sc_hd__dfrtp_1.

The highest layer touched by signal routing is met4. The number of global-route vias before repair is 10033. The detailed router placed 10557 vias in this run. Final hold analysis gives a worst-case slack of 0.4805 ns. The data arrival time reported for the critical path is 5.68 ns. The STA report counts the stages on the worst setup path as 7. The hold-fix buffer count after cts is 0.

The number of core rows is 74. The number of warnings issued by yosys is 1. The cell type group with the largest total delay on the critical path is buffers and inverters. The area growth from synthesis to layout is 19.28%. After detailed routing, the number of remaining DRC violations is 0. The master of the slowest instance on the critical path is sky130_fd_sc_hd__or4_1. The share of post-route cells with drive strength above 1 is 6.562%. The core region is 0.04092 mm². According to the report, the first pass of detailed routing completed in 5 iterations. The total cell area reported by yosys after synthesis is 0.01249 mm². The maximum clock path buffer count is 2. The tightest slew margin relative to the limit is 38.03%. On the reported timing paths, the clock transition at the registers reads 0.08 ns. The count of final max-slew check failures is 0.

The worst hold path depth is 2. The sequential cell area fraction in the yosys report is 36.28%. The delay of the slowest cell on the worst path is 0.56 ns. The number of hold violations in the final report is 0. The tool warning count is 27.

The flow reports an fmax of 188.0 MHz. The category of the critical setup timing path is primary input to flop. The wire length on met1 is 16.37 mm.

The kind of capture point of the worst setup path is a flop. The clock tree has to reach 181 sinks. The initial utilization of the core area, before any placement, comes to 30.51%. The max-capacitance violation count is 0.
## routing by layer
metal	GRT usage [%]	vias to the layer above
met3	3.688	28
met2	25.48	230
met5	0	-
met1	25.61	5065
met4	2.048	0
li1	-	5234
## metrics by stage
stage | cell area (µm²) | std cells
2_1_floorplan | 12490 | 1419
3_3_place_gp | 14280 | 2024
3_5_place_dp | 14280 | 2024
4_1_cts | 14890 | 2056
5_1_grt | 14890 | 2056
6_report | 14890 | 2056
## path summary, 6_finish.rpt
kind	end
setup reg to reg	y_data[47]
hold reg to reg	data_out[15]
setup / recovery	y_data[43]
hold / removal	data_out[15]
min in group asynchronous	z_data[21]
max in group asynchronous	data_out[0]
## worst min-delay path: stages, from the launching register on
cell                      delay [ns]
sky130_fd_sc_hd__dfrtp_1        0.35
sky130_fd_sc_hd__nand2_1        0.04
sky130_fd_sc_hd__o21ai_0        0.06
## layout by cell type (no fill, tap or decap), types with 4 or more instances in the layout
cell type	Yosys	layout
sky130_fd_sc_hd__clkbuf_16	0	17
sky130_fd_sc_hd__ha_1	79	79
sky130_fd_sc_hd__nor3_1	24	24
sky130_fd_sc_hd__mux2_2	25	25
sky130_fd_sc_hd__nand2_1	162	162
sky130_fd_sc_hd__a21oi_1	96	96
sky130_fd_sc_hd__a31oi_1	11	11
sky130_fd_sc_hd__nor2_1	103	102
sky130_fd_sc_hd__inv_1	35	35
sky130_fd_sc_hd__inv_8	0	5
sky130_fd_sc_hd__a21o_1	42	42
sky130_fd_sc_hd__o31ai_1	17	17
sky130_fd_sc_hd__o21a_1	6	6
sky130_fd_sc_hd__clkdlybuf4s50_1	0	123
sky130_fd_sc_hd__buf_4	0	14
sky130_fd_sc_hd__a22o_1	5	5
sky130_fd_sc_hd__nand3_1	25	25
sky130_fd_sc_hd__nand2b_1	18	18
sky130_fd_sc_hd__nor4_1	5	5
sky130_fd_sc_hd__xor2_1	72	72
sky130_fd_sc_hd__nor2b_1	9	9
sky130_fd_sc_hd__a211oi_1	5	5
sky130_fd_sc_hd__a22oi_1	21	21
sky130_fd_sc_hd__and2_1	49	49
sky130_fd_sc_hd__mux2i_1	29	28
sky130_fd_sc_hd__nand4_1	12	12
sky130_fd_sc_hd__dfrtp_1	181	181
sky130_fd_sc_hd__and3_1	7	7
sky130_fd_sc_hd__a21boi_0	4	4
sky130_fd_sc_hd__xnor2_1	63	63
sky130_fd_sc_hd__o211ai_1	7	7
sky130_fd_sc_hd__o41ai_1	6	6
sky130_fd_sc_hd__o21bai_1	14	14
sky130_fd_sc_hd__o21ai_0	146	146
sky130_fd_sc_hd__or3_1	13	13
## cell type report
| cell class | instances | area (µm²) |
|---|---|---|
| Fill cell | 4098 | 26030 |
| Multi-Input combinational cell | 1136 | 7597 |
| Sequential cell | 181 | 4529 |
| Timing Repair Buffer | 139 | 1353 |
| Tap cell | 532 | 665.6 |
| Clock buffer | 17 | 425.4 |
| Clock inverter | 15 | 187.7 |
| Inverter | 36 | 135.1 |
## state kept, by name (all words and copies together) (netlist names)
signal and flops:
vld 1, tmp 25, data_out 23, y_data 50, data_other 2, cnt 5, x_data 48, z_data 26
op 1
## synthesized netlist by cell type, drive strengths merged (7+ instances only)
library cell	count	area (µm²)
nand4	12	75.07
o211ai	7	52.55
dfrtp	181	4529
nand3	26	142.6
nor2b	9	56.30
mux2	25	281.5
inv	35	131.4
mux2i	29	290.3
clkbuf	60	225.2
nor3	26	146.4
a21o	42	315.3
or3	15	103.9
o21bai	14	105.1
o21ai	150	754.5
o41ai	9	101.4
and2	50	314.1
xor2	72	630.6
nand2	162	608.1
o31ai	19	152.6
and3	7	43.79
ha	79	988.5
xnor2	63	551.8
nand2b	18	112.6
nor2	104	397.9
a31oi	12	81.33
a21oi	96	480.5
nor4	7	65.06
a22oi	21	157.7
## cell families (layout without fill, tap and decap cells)
group           after synthesis  after routing  synth area share [%]
compound gates              415            415                 20.73
xor+xnor                    135            135                 9.470
fa+ha+maj                    81             81                 8.237
buf+inv                     102            207                 3.086
flops                       181            181                 36.28
mux                          54             54                 4.580
simple gates                451            451                 17.62
