**flow/config.mk**
```make
export PLATFORM = sky130hd
export DESIGN_NAME = Div
export DESIGN_NICKNAME = Div
export VERILOG_FILES = /design/flow/design.v
export SDC_FILE = /design/flow/constraint.sdc
export NUM_CORES = 4
export LEC_CHECK = 1
export CORE_UTILIZATION = 50
```
**flow/constraint.sdc**
```tcl
current_design Div

set clk_period 6.6
set clk_io_pct 0.2

create_clock -name clk0 -period $clk_period [get_ports {sys_clk}]

set non_clock_inputs [all_inputs -no_clocks]
set_input_delay [expr $clk_period * $clk_io_pct] -clock clk0 $non_clock_inputs
set_output_delay [expr $clk_period * $clk_io_pct] -clock clk0 [all_outputs]
```
**flow/design.v**
```verilog
module Div(
    input                       sys_clk             ,           
    input                       sys_rst_n           ,           
    input           [31:0]      data1_in            ,           
    input           [31:0]      data2_in            ,           
    output  reg     [31:0]      data_out            ,           
    input                       trig                ,               
    output  reg                 vld                 ,               
    input           [22:0]      cordic_result_in    ,
    input           [1:0]       cordic_other_in     ,
    output  reg     [23:0]      cordic_data1_out    ,
    output  reg     [23:0]      cordic_data2_out    ,
    input                       cordic_result_vld   ,
    output  reg                 cordic_trig_out
);
localparam          IDLE    =   4'b0001,
                    PRE     =   4'b0010,
                    WAIT    =   4'b0100,
                    OVER    =   4'b1000;
reg                 [3:0]       state           ;
reg                 [3:0]       next_state      ;
reg                 [7:0]       exp1            ;
reg                 [7:0]       exp2            ;
reg                 [22:0]      dec1            ;
reg                 [22:0]      dec2            ;
reg                             sign1           ;
reg                             sign2           ;
reg     signed      [9:0]       c_exp           ;
reg                 [22:0]      c_dec           ;
reg                             c_sign          ;
always@(posedge sys_clk or negedge sys_rst_n) begin
    if(~sys_rst_n) begin
        state   <=  IDLE; 
    end
    else begin
        state    <=  next_state; 
    end
end
always@(*) begin
    case(state)
        IDLE:   next_state  =   (trig)              ?   PRE     :   IDLE    ;
        PRE:    next_state  =   WAIT                                        ;
        WAIT:   next_state  =   (cordic_result_vld) ?   OVER    :   WAIT    ;
        OVER:   next_state  =   IDLE                                        ;
        default:next_state  =   IDLE                                        ;
    endcase
end
always@(posedge sys_clk or negedge sys_rst_n) begin
    if(~sys_rst_n) begin
        sign1   <=  1'b0    ;
        sign2   <=  1'b0    ;
        exp1    <=  8'b0    ;
        exp2    <=  8'b0    ;
        dec1    <=  23'b0   ;
        dec2    <=  23'b0   ;
    end
    else if(state == IDLE && trig) begin
        sign1   <=  data1_in[31]    ;
        sign2   <=  data2_in[31]    ;
        exp1    <=  data1_in[30:23] ;
        exp2    <=  data2_in[30:23] ;
        dec1    <=  data1_in[22:0]  ;
        dec2    <=  data2_in[22:0]  ;
    end
    else begin
        sign1   <=  sign1   ;
        sign2   <=  sign2   ;
        exp1    <=  exp1    ;
        exp2    <=  exp2    ;
        dec1    <=  dec1    ;
        dec2    <=  dec2    ;
    end
end
always@(posedge sys_clk or negedge sys_rst_n) begin
    if(~sys_rst_n) begin
        cordic_data1_out    <=  24'b0;
        cordic_data2_out    <=  24'b0;
    end
    else if(state == PRE) begin
        cordic_data1_out    <=  (exp1 == 8'd0) ? 24'b0 : {1'b1, dec1}; 
        cordic_data2_out    <=  (exp2 == 8'd0) ? 24'b0 : {1'b1, dec2}; 
    end
    else begin
        cordic_data1_out    <=  cordic_data1_out; 
        cordic_data2_out    <=  cordic_data2_out; 
    end
end
always@(posedge sys_clk or negedge sys_rst_n) begin
    if(~sys_rst_n) begin
        cordic_trig_out <=  1'b0; 
    end
    else if(state == PRE) begin
        cordic_trig_out <=  1'b1; 
    end
    else begin
        cordic_trig_out <=  1'b0; 
    end
end
always@(posedge sys_clk or negedge sys_rst_n) begin
    if(~sys_rst_n) begin
        c_sign  <=  1'b0;
    end
    else if(state == PRE) begin
        c_sign  <=  sign1 ^ sign2;             
    end 
    else begin
        c_sign  <=  c_sign; 
    end
end
always@(posedge sys_clk or negedge sys_rst_n) begin
    if(~sys_rst_n) begin
        c_exp   <=  10'd0; 
    end
    else if(state == PRE) begin
        c_exp   <=  exp1 - exp2 + 127; 
    end
    else if(state == WAIT && cordic_result_vld) begin
        if(cordic_other_in[1]) begin
            c_exp   <=  0;
        end
        else if(cordic_other_in[0]) begin
            c_exp   <=  c_exp - 1;
        end
        else begin
            c_exp   <=  c_exp; 
        end
    end
    else begin
        c_exp   <=  c_exp; 
    end
end
always@(posedge sys_clk or negedge sys_rst_n) begin
    if(~sys_rst_n) begin
        c_dec   <=  23'b0; 
    end
    else if(state == WAIT && cordic_result_vld) begin
        c_dec   <=  cordic_result_in; 
    end
    else begin
        c_dec   <=  c_dec; 
    end
end
always@(posedge sys_clk or negedge sys_rst_n) begin
    if(~sys_rst_n) begin
        data_out    <=  32'b0; 
    end
    else if(state == OVER) begin
        if((exp1 == 8'd255 && dec1 != 23'd0) || (exp2 == 8'd255 && dec2 != 23'd0)) begin
            data_out    <=  {32{1'b1}};
        end
        else if(exp1 == 8'd255 && dec1 == 23'd0) begin
            if(exp2 == 8'd255 && dec2 == 23'd0) begin
                data_out    <=  {32{1'b1}};
            end
            else begin
                data_out    <=  {c_sign, 8'd255, 23'd0}; 
            end
        end
        else if(exp2 == 8'd255 && dec2 == 23'd0) begin
            data_out    <=  {c_sign, 8'd255, 23'd0}; 
        end
        else if(exp2 == 8'd0) begin
            if(exp1 == 8'd0) begin
                data_out    <=  {32{1'b1}};
            end
            else begin
                data_out    <=  {c_sign, 8'd255, 23'd0};
            end
        end
        else begin
            if(c_exp <= 0) begin
                data_out    <=  {c_sign, 8'd0, 23'd0};
            end
            else if(c_exp >= 255) begin
                data_out    <=  {c_sign, 8'd255, 23'd0};
            end
            else begin
                data_out    <=  {c_sign, c_exp[7:0], c_dec}; 
            end
        end
    end
end
always@(posedge sys_clk or negedge sys_rst_n) begin
    if(~sys_rst_n) begin
        vld <=  1'b0; 
    end
    else if(state == OVER) begin
        vld <=  1'b1;
    end
    else begin
        vld <=  1'b0; 
    end
end
endmodule
```
**flow/run.sh**
```bash
#!/bin/bash
# OpenROAD 26Q1-2900-gdf79404cd8, Yosys 0.63+post, stock flow scripts
make -C /OpenROAD-flow-scripts/flow DESIGN_CONFIG=/design/flow/config.mk WORK_HOME=/design/flow/orfs finish
```
==> metrics.log <==
[flow] summary of implementation run
[metrics] global router's overall resource usage: around a quarter
[metrics] Critical Path AT: roughly 3.5 ns
[metrics] wire length of the first global-routing pass: 31210 um
[metrics] launch point of the worst reg-to-reg path: exp1[4]
[metrics] I/O Buffers: around 170
[metrics] Power Dens Cells: ~460 mW/mm2
[metrics] number of vias per cell: 5.506
[metrics] combinational group share of total power: 37.6%
[metrics] post-synthesis average cell area: around 11 um2
[metrics] clock skew after layout: 0.009657 ns
[metrics] number of max-slew violations in the final report: 0
[metrics] cts hold-fix bufs: 0
[metrics] warning total across the stage logs: 29
[metrics] initial core utilization: 51.55%
[metrics] Die Ht: 130.2 um
[metrics] hold crit path type: register to register
[metrics] cell type with the highest aggregate area in the netlist: dfrtp_1
[metrics] chip area: 0.01695 mm2
[metrics] Hold Startpoint: cordic_data1_out[2]
[metrics] leading post-synthesis cells by instance count: 183 x dfrtp_1, 79 x mux2_2, 72 x nand2_1
[metrics] vias after detailed routing: between 6000 and 7000
[metrics] yosys warns: 1
[metrics] Root Buffer: clkbuf_16
[metrics] kind of critical path: input port to register
[metrics] P_int: ~0.0033 W
[metrics] period utilization: slightly below 50%
[metrics] post-place instance area: 0.01015 mm2
[metrics] setup repair after global routing missed its margin: no
[metrics] die width: 130.2 um
[metrics] ratio of cells with drive above 1 in the final layout: between 10% and 20%
[metrics] outcome: complete, no violations
[metrics] overall power consumption: 0.004949 W
[metrics] global-route congestion overflow total: 0
[metrics] H-Tree Level Count: 4
[metrics] deepest clock path buffer count: 2
[metrics] count of pins on the block boundary: around 180
[metrics] switching portion of total power: between 30% and 40%
[metrics] final routed wirelength across all metal layers: 19220 um
[metrics] most frequently used cell type in the post-synthesis netlist: dfrtp_1
[metrics] clock slew seen by the registers of the worst setup and hold paths: 0.07 ns
[metrics] post-synthesis instance total: about 750
[metrics] Finished Layout Cells: 1135
[metrics] VDD IR-drop max: 0.0002255 V
[metrics] gp weighted congestion: roughly 0.87
[metrics] number of iterations in the first detailed-routing pass: 4
[metrics] post-synthesis cell count from yosys: between 700 and 800
[metrics] hold violation count in the final report: 0
[metrics] area growth from synthesis to final layout: 30.89%
[metrics] number of buffers created by CTS: 17
[metrics] Highest Clock Rate: 0.3131 GHz
[metrics] final antenna-violating net count: 0
[metrics] post-synth top area share: between 50% and 60%
[metrics] startpoint type of the worst setup path: input port
[metrics] Critical Path RT: 6.90 ns
[metrics] Late-Pin Clk Latency: ~0.42 ns
[metrics] core region area: about 0.016 mm2
[metrics] count of routing violations after the opening detailed-route iteration: 366
[metrics] Net Switching: around 0.0016 W
[metrics] Final Cell Area: ~0.011 mm2
[metrics] total number of placement rows: around 46
[metrics] area of the synthesized netlist per yosys stat: around 0.0082 mm2
[metrics] hpwl dp: about 13000 um
[metrics] Routed WL per cell: ~17 um
[metrics] area of the mapped netlist: 0.008219 mm2
[metrics] Top area cell types: dfrtp_1 56%, mux2_2 11%, nand2_1 3.3%, o21ai_0 3.1%, a21oi_1 2.7%
[metrics] total antenna diodes in the routed design: 0
[metrics] CTS tree: done
[metrics] Post CTS Setup Buffer Count: 0
[metrics] antenna violations before repair: 1
[metrics] residual DRC count: 0
[metrics] number of enable-type register cells in the synthesized netlist: 0
[metrics] pin count of the biggest net entering global routing: 75
[metrics] share of synthesized area occupied by flip-flops and latches: between 50% and 60%
[metrics] Worst Setup End Kind: register
[metrics] number of unique standard cell types used by synthesis: 62
[metrics] Period minus WS final: about 3.2 ns
[metrics] flop and latch count out of synthesis: about 180
[metrics] count of final setup violators: 0
[metrics] maximum fanout along the worst path: 35
[metrics] Placed Instances: around 1100
[metrics] leakage power: 4.387 nW
[metrics] Max Cap Violations: 0
[metrics] register share of total power: between 40% and 50%
[metrics] slew margin rel.: a little under half
[metrics] vias in the first global route: between 6000 and 7000
[metrics] Worst setup startpoint: trig
[metrics] quantity of gates resized following cts: 0
[metrics] sum of negative setup slack: 0 ns
[metrics] Worst Max-Slew Pin Slew: about 0.80 ns
[metrics] main flop type: dfrtp_1
[metrics] share of power burned in the clock network: approximately a fifth
[metrics] count of clock tree sinks: 184
[metrics] count of fill cells added during filler insertion: 1171
[metrics] share of async-settable or async-resettable flops after synthesis: 100.0%
[cells by family after synthesis]
group	after synthesis	synth area share [%]
flops	184	56.04
compound gates	182	14.75
fa+ha+maj	14	2.116
simple gates	193	11.31
buf+inv	87	4.186
mux	81	11.07
xor+xnor	5	0.5328
[final cells by class]
| type | instances | area [um2] | area share, % |
|---|---|---|---|
| clock inverters | 14 | 166.4 | 1.547 |
| clock buffers | 18 | 439.2 | 4.082 |
| well taps | 216 | 270.3 | 2.512 |
| repair buffers | 187 | 1843 | 17.13 |
| inverters | 41 | 153.9 | 1.431 |
| flip-flops and latches | 184 | 4607 | 42.82 |
| multi-input cells | 475 | 3278 | 30.47 |
[per-stage QoR]
stage | utilization [%] | setup WS, ns | hold slack, ns
2_1_floorplan | - | 4.002 | 0.3519
3_3_place_gp | 63.68 | 3.000 | 0.4709
3_5_place_dp | 63.68 | 2.958 | 0.4719
4_1_cts | 67.48 | 3.392 | 0.4925
5_1_grt | 67.48 | 3.205 | 0.5008
6_report | 67.48 | 3.406 | 0.4859
[routing by layer]
metal | global-route usage (%) | share of wire (%)
met1 | 40.06 | 46
met2 | 37.23 | 45
met3 | 6.514 | 7.8
met4 | 2.804 | 1.3
met5 | 0 | 0.068
[worst paths after layout]
check	endpoint	slack, ns	cells after the start
max	exp2[6]	3.41	6
min	cordic_data1_out[2]	0.49	1
max reg2reg	c_exp[9]	4.15	8
min reg2reg	cordic_data1_out[2]	0.49	1
max in group asynchronous	c_exp[6]	4.50	2
min in group asynchronous	exp2[5]	0.89	1
[worst max-delay path, stage by stage]
cell and delay (ns):
clkdlybuf4s50_1 0.45, nand2_2 0.61, buf_4 0.43, clkinv_1 0.39, nand2_1 0.17, o21ai_0 0.09
[state kept, by name, summed over array words and instances, names as in the netlist]
signal and count:
data_out 32, cordic_data1_out 24, cordic_data2_out 24, c_dec 23, dec1 23, dec2 23, c_exp 10, exp1 8
exp2 8, state 4, c_sign 1, cordic_trig_out 1, sign1 1, sign2 1, vld 1
[power groups by stage]
stage	clock, W	combinational (W)	sequential [W]
after CTS	0.00104	0.00187	0.00207
after global routing	0.00108	0.00207	0.00216
final	0.00101	0.00186	0.00208
[layout by cell type (no fill, tap or decap), drive strengths merged, types with 14 or more instances in the layout]
cell type / synthesis / layout
nand2: 72 / 72
o22a: 23 / 23
dfrtp: 183 / 183
o21ai: 53 / 53
o2bb2ai: 23 / 23
mux2: 79 / 79
nand3: 26 / 26
a21oi: 46 / 46
nor4: 14 / 14
nor2: 32 / 32
clkdlybuf4s50: 0 / 173
nor3: 17 / 17
inv: 40 / 44
clkbuf: 35 / 19
Power figures rest on the tool's default switching activity, not on a simulated workload.
